<file path="/design/flow/config.mk">
export PLATFORM = sky130hd
export DESIGN_NAME = MEM_WB
export DESIGN_NICKNAME = MEM_WB
export VERILOG_FILES = /design/flow/design.v
export SDC_FILE = /design/flow/constraint.sdc
export NUM_CORES = 4
export LEC_CHECK = 1
export CORE_AREA = 10 10 114 114
export DIE_AREA = 0 0 124 124
</file>
<file path="/design/flow/constraint.sdc">
current_design MEM_WB

set clk_period 1.0
set clk_io_pct 0.2

create_clock -name clk0 -period $clk_period [get_ports {clk_i}]

set non_clock_inputs [all_inputs -no_clocks]
set_input_delay [expr $clk_period * $clk_io_pct] -clock clk0 $non_clock_inputs
set_output_delay [expr $clk_period * $clk_io_pct] -clock clk0 [all_outputs]
</file>
<file path="/design/flow/design.v">
`timescale 1ns/1ps
module MEM_WB (
    input  wire        clk_i,
    input  wire        rst_i,
    input  wire [31:0] MemoryData_i,
    input  wire [31:0] ALUout_i,
    input  wire [4:0]  Rd_i,
    input  wire        RegWrite_i,
    input  wire        MemtoReg_i,
    output reg  [31:0] MemoryData_o,
    output reg  [31:0] ALUout_o,
    output reg  [4:0]  Rd_o,
    output reg         RegWrite_o,
    output reg         MemtoReg_o
);
    reg [69:0] pipeline_regs;  
    wire [31:0] mem_d_in  = MemoryData_i;
    wire [31:0] alu_o_in  = ALUout_i;
    wire [4:0]  rd_in     = Rd_i;
    wire        rw_in     = RegWrite_i;
    wire        m2r_in    = MemtoReg_i;
    always @(posedge clk_i or negedge rst_i) begin
        if (!rst_i) begin
            MemoryData_o <= 32'd0;
            ALUout_o     <= 32'd0;
            Rd_o         <= 5'd0;
            RegWrite_o   <= 1'b0;
            MemtoReg_o   <= 1'b0;
        end
        else begin
            MemoryData_o <= mem_d_in;
            ALUout_o     <= alu_o_in;
            Rd_o         <= rd_in;
            RegWrite_o   <= rw_in;
            MemtoReg_o   <= m2r_in;
        end
    end
endmodule
</file>
<file path="/design/flow/run.sh">
#!/bin/bash
# OpenROAD 26Q1-2900-gdf79404cd8, Yosys 0.63+post, stock flow scripts
make -C /OpenROAD-flow-scripts/flow DESIGN_CONFIG=/design/flow/config.mk WORK_HOME=/design/flow/orfs finish
</file>
==> Slide: Implementation Results <==
Run Summary

Yosys
  – Cell type with the largest total area: dfrtp_1
  – Commonest flop: dfrtp_1
  – Synth area leaders: dfrtp_1 (100%)
  – Register share after synthesis: 100%
  – Dominant cell area share: 100%
  – Yosys cell count: 71
  – Mapped Cells: 71
  – Distinct cells, synth: 1
  – Yosys chip area: 0.00178 mm^2
  – Registers, synthesis: 71
  – Yosys warnings: 1
  – Synth top cell by count: dfrtp_1
  – Synth cell count leaders: dfrtp_1 (71)
  – Syn Std Cell Area: 0.00178 mm^2
  – Post-synthesis async set-or-reset flop share: 100%
  – EDFF count, synth: 0
  – Syn avg cell area: 25.0 um^2

Final timing
  – Tightest Pin Transition: 0.676 ns
  – Final WS setup: -0.0434 ns
  – Top achievable clock speed: 958 MHz
  – Relative slew slack: 54.8%
  – Hold Vio Cnt, Final: 0
  – Min cycle time layout: 1.04 ns
  – Post-layout period usage: 104%
  – Unrepaired setup endpoints after global routing: yes
  – Fin Hold WS: 0.277 ns
  – Slew Limit Fails: 0
  – Final setup fails: 71

Clock network
  – Clock buffer depth: 2
  – Clock transition at path regs: 0.07 ns
  – # H-tree levels: 3
  – TritonCTS buffer count: 9
  – Root buffer cell: clkbuf_8
  – TritonCTS clock tree: done
  – Clk sinks: 71
  – Post-CTS setup repair buffer count: 0

Hold path
  – Hold_sp: MemoryData_i[11]
  – Hold Path End: MemoryData_o[11]
  – Worst hold path depth: 1
  – Hold Crit Class: in -> reg

Floorplan
  – Height of the die: 124 um
  – Die ar.: 0.0154 mm^2
  – Die width: 124 um
  – Cell row count: 37
  – Io pins: 144
  – Core box area: 0.0104 mm^2
  – Pre-Place Util: 17.1%

Power and ir drop
  – Flop pwr share: 54.5%
  – NetSw: 1.19 mW
  – Pwr dens: 1710 mW/mm^2
  – Clock power share: 36.7%
  – Power Total: 5.58 mW
  – Sw Ratio: 21.3%
  – Pint: 4.40 mW
  – Comb pwr share: 8.8%
  – Pleak: 1.51 nW
  – Peak supply drop: 0.578 mV

Flow run
  – Tool warnings: 28
  – Total of max-cap violations: 0

Global routing
  – Initial antenna violation count: 1
  – Global-route wire length before repair: 8750 um
  – Largest net degree at the start of global routing: 30
  – Grt ovf: 0
  – Vias in the first global route: 1296
  – Gr usage total: 7.73%

Setup path
  – Setup CP Type: reg -> out
  – Crit-path slowest cell: dfrtp_1
  – Crit-path cells: buf_2
  – WP data required: 0.80 ns
  – Worst-path fanout max: 1
  – CP arrival: 0.84 ns
  – Cell family with most CP delay: flip-flops
  – Worst Path Buf+Inv: 1
  – Critical Path Start Type: register
  – CP endpoint kind: output port
  – Critical Path Max Stage Delay: 0.38 ns

Placed design
  – Setup Slack @ Placement: -0.0427 ns
  – GP Congestion: 0.757
  – DP Wirelength: 5120 um
  – DP Area: 0.00342 mm^2
  – Port-buffer cells: 143

Detailed routing
  – Average routed wire per standard cell: 17.1 um
  – DR iter-0 viols: 52
  – Total wire length after detailed routing: 6330 um
  – Drt drc: 0
  – Vias/cell: 3.14
  – Remaining antenna violation count: 0
  – Vias: 1165
  – First-pass detailed-route iteration total: 4

Layout
  – Post-layout util: 31.3%
  – Share of cells above drive strength 1: 37.6%
  – Synth-to-Final Area Change: 83.5%
  – Final instance area: 0.00326 mm^2
  – Logic Gate Count: 0
  – Logic area: 0 um^2

Outcome
  – Failing checks: negative setup slack
  – Status: finished, violations left
## routing by layer
metal  global-route usage (%)  up-vias  wire (um)
li1                         -      535          -
met1                     8.85      545       2230
met2                     12.0       77       3020
met3                     4.96        8        941
met4                     1.87        0        144
met5                        0        -          0
## placed cells by master, fill, tap and decap left out, drive strengths merged
cell type	instances
diode	1
clkinv	2
buf	74
clkinvlp	1
dfrtp	71
clkdlybuf4s50	71
clkbuf	13
dlygate4sd3	2
## cell families (layout without fill, tap and decap cells)
group / after synthesis / count (layout) / share of synthesized area (%)
flip-flops: 71 / 71 / 100
buffers and inverters: 0 / 163 / 0
other: 0 / 1 / 0
## power groups by stage
stage	sequential, mW	combinational (mW)	clock [mW]
4_1_cts	3.04	0.507	2.17
5_1_grt	3.06	0.545	2.29
6_report	3.04	0.491	2.05
## through the flow
step	instances	setup TNS, ns
final	371	-1.37
after global routing	370	-4.85
after CTS	368	-3.42
after detailed placement	352	-0.0956
after global placement	352	-0.106
after floorplan	71	0
## worst max-delay path by stage
| stage | from | endpoint | slack, ns | cells past startpoint |
|---|---|---|---|---|
| finish | MemoryData_o[11] | MemoryData_o[11] | -0.04 | 1 |
| global route | ALUout_o[8] | ALUout_o[8] | -0.10 | 1 |
| CTS | ALUout_o[6] | ALUout_o[6] | -0.08 | 1 |
## registers in the layout, summed over array words and instances (netlist names)
name / count
RegWrite_o: 1
Rd_o: 5
MemoryData_o: 32
ALUout_o: 32
MemtoReg_o: 1
## layout make-up
class / instances / area (um^2)
fill: 1028 / 7160
sequential: 71 / 1780
timing repair buffer: 147 / 1130
tap: 136 / 170
clock buffer: 13 / 159
clock inverter: 3 / 17.5
antenna: 1 / 2.50
## timing repair
| action | in CTS | in global routing |
|---|---|---|
| gates resized | 227 | 0 |
| hold endpoints to repair | 57 | 15 |
| endpoints found under the setup margin | 71 | 71 |
Power and IR drop assume default switching activity.
