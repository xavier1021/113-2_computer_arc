==> flow/design.v <==
`timescale 1ns/1ps
module ID_EX (
    input  wire        clk_i,
    input  wire        rst_i,
    input  wire [31:0] RS1data_i,
    input  wire [31:0] RS2data_i,
    input  wire [31:0] immed_i,
    input  wire [31:0] pc_i,
    input  wire [31:0] instr_i,
    input  wire [4:0]  RS1addr_i,
    input  wire [4:0]  RS2addr_i,
    input  wire [4:0]  Rd_i,
    input  wire        RegWrite_i,
    input  wire        MemtoReg_i,
    input  wire        MemRead_i,
    input  wire        MemWrite_i,
    input  wire        ALUSrc_i,
    input  wire [1:0]  ALUOp_i,
    output reg  [31:0] RS1data_o,
    output reg  [31:0] RS2data_o,
    output reg  [31:0] immed_o,
    output reg  [31:0] pc_o,
    output reg  [31:0] instr_o,
    output reg  [4:0]  RS1addr_o,
    output reg  [4:0]  RS2addr_o,
    output reg  [4:0]  Rd_o,
    output reg         RegWrite_o,
    output reg         MemtoReg_o,
    output reg         MemRead_o,
    output reg         MemWrite_o,
    output reg         ALUSrc_o,
    output reg  [1:0]  ALUOp_o
);
    reg [204:0] pipeline_reg;
    always @(posedge clk_i or negedge rst_i) begin
        if (!rst_i) begin
            {RS1data_o, RS2data_o, immed_o, pc_o, instr_o,
             RS1addr_o, RS2addr_o, Rd_o,
             RegWrite_o, MemtoReg_o, MemRead_o, MemWrite_o, ALUSrc_o, ALUOp_o}
             <= {32+32+32+32+32{1'b0}};
        end
        else begin
            RS1data_o   <= RS1data_i;
            RS2data_o   <= RS2data_i;
            immed_o     <= immed_i;
            pc_o        <= pc_i;
            instr_o     <= instr_i;
            RS1addr_o   <= RS1addr_i;
            RS2addr_o   <= RS2addr_i;
            Rd_o        <= Rd_i;
            RegWrite_o  <= RegWrite_i;
            MemtoReg_o  <= MemtoReg_i;
            MemRead_o   <= MemRead_i;
            MemWrite_o  <= MemWrite_i;
            ALUSrc_o    <= ALUSrc_i;
            ALUOp_o     <= ALUOp_i;
        end
    end
endmodule
==> flow/run.sh <==
#!/bin/bash
# OpenROAD 26Q1-2900-gdf79404cd8, Yosys 0.63+post, stock flow scripts
make -C /OpenROAD-flow-scripts/flow DESIGN_CONFIG=/design/flow/config.mk WORK_HOME=/design/flow/orfs finish
==> flow/config.mk <==
export PLATFORM = sky130hd
export DESIGN_NAME = ID_EX
export DESIGN_NICKNAME = ID_EX
export VERILOG_FILES = /design/flow/design.v
export SDC_FILE = /design/flow/constraint.sdc
export NUM_CORES = 4
export LEC_CHECK = 1
export CORE_AREA = 10 10 176 176
export DIE_AREA = 0 0 186 186
==> flow/constraint.sdc <==
current_design ID_EX

set clk_period 1.0
set clk_io_pct 0.2

create_clock -name clk0 -period $clk_period [get_ports {clk_i}]

set non_clock_inputs [all_inputs -no_clocks]
set_input_delay [expr $clk_period * $clk_io_pct] -clock clk0 $non_clock_inputs
set_output_delay [expr $clk_period * $clk_io_pct] -clock clk0 [all_outputs]
==> results_slide.txt <==
Flow Results at a Glance

Die
  • Die Width: 186 um
  • DIE HEIGHT: 186 um
  • Initial Util: 16.9%
  • Io pins: 366
  • Die Footprint: 34600 um2
  • CORE AREA: 27000 um2
  • Cell Rows: 60

Clock tree
  • Clock root buffer: clkbuf_16
  • Setup bufs post-CTS: 0
  • TritonCTS Buffers: 17
  • Clk buf depth: 2
  • CTS H-Tree Depth: 4
  • Clk sinks: 182
  • Clock Pin Slew Worst Setup and Hold Paths: 70 ps
  • CTS tree: built

Global routing
  • Number of global-route vias before repair: 3398
  • Pin count of the biggest net entering global routing: 39
  • Initial antenna violation count: 0
  • First-pass GRT wire length: 22400 um
  • GRT Resource Usage Total: 8.76%
  • Grt total ovfl: 0

Yosys
  • Synth area leader: dfrtp_1
  • Most frequent cell after synthesis: dfrtp_1
  • Yosys reg bits: 182
  • Mapped cell area: 4550 um2
  • Top cells by count: dfrtp_1 (182)
  • Yosys stat chip area: 4550 um2
  • Yosys top cell area share: 100%
  • Post-synth EDFFs: 0
  • Top FF cell, synth: dfrtp_1
  • Post-synth ARST share: 100%
  • Yosys cell count: 182
  • Avg Cell Area, Syn: 25.0 um2
  • Area contributors post-synth: dfrtp_1 (100%)
  • Synth Seq Share: 100%
  • Cells after synthesis: 182
  • Synth warn: 1
  • Synth cell types: 1

STA
  • Final worst slack: -113 ps
  • Unrepaired setup endpoints after global routing: true
  • Tmin final: 1110 ps
  • Max Clock Freq: 898 MHz
  • Final setup TNS: -14330 ps
  • Worst-margin pin slew: 368 ps
  • Final Max Tran Viols: 0
  • Worst hold slack: -299 ps
  • Final setup violating endpoints: 182
  • Hold Vio Cnt, Final: 23
  • Slew headroom: 75.5%
  • Final Cycle Share: 111%

Power and ir drop
  • P_sw: 0.00333 W
  • Clk pwr share: 43.4%
  • Switching Share: 20.8%
  • PwrDens: 1890 nW/um2
  • Cell leakage power: 3.91 nW
  • Internal power: 0.0126 W
  • Worst vdd ir: 0.000916 V
  • Logic pwr share: 7.7%
  • Flop pwr share: 48.8%
  • Design Power: 0.0160 W

Critical path
  • Worst EP arrival: 910 ps
  • CP max stage cell: dfrtp_1
  • CP bufs+invs: 1
  • Worst-path cell chain: buf_2
  • Worst Setup End Kind: primary output
  • Cell family with most CP delay: flip-flops
  • CP max stage delay: 390 ps
  • Critical Path RT: 800 ps
  • Maximum fanout along the worst path: 1
  • Crit start category: flip-flop
  • Crit Path Class: reg -> out

Outcome
  • Status: finished, violations left
  • Failing checks: negative hold slack, negative setup slack

Route
  • Antenna-violating nets left: 0
  • Remaining DRCs: 0
  • WL per Instance: 17.1 um
  • Pre-antenna DRT Iters: 4
  • Initial detailed-routing violation count: 70
  • Via count: 2964
  • Antenna cell count: 0
  • Vias per inst: 3.19
  • Final Routed Wirelength: 15800 um

Placed design
  • RePlAce Congestion: 0.774
  • Dpl cell area: 8740 um2
  • Placed insts: 898
  • Port Buffers: 365
  • Dpl hpwl: 12700 um

Finish
  • Final instance area: 8440 um2
  • Fillcell total: 2695
  • FF/Latch Area: 4550 um2
  • Layout area overhead: 85.3%
  • Multi-In Gates: 0
  • Final std cells w/o fill: 928
  • Layout cells sized above 1: 38.0%
  • Gate Area: 0 um2

Flow run
  • Count of tool warnings: 29
  • MaxCap Viol Count: 0

Min path
  • Hold WC Path Type: in -> async
==> flip-flops by register name, summed over array words and instances (netlist names) <==
register    cells
RS1data_o      32
RS2data_o      32
immed_o        32
instr_o        32
pc_o           32
RS1addr_o       5
RS2addr_o       5
Rd_o            5
ALUOp_o         2
ALUSrc_o        1
MemRead_o       1
MemWrite_o      1
MemtoReg_o      1
RegWrite_o      1
==> logic make-up after synthesis <==
kind of cell and synth area share, %:
flip-flops 100
==> per-layer routing <==
layer  vias to the layer above  track usage, %  part of all wire (%)
li1                       1347               -                     -
met1                      1417            10.2                    35
met2                       194            14.5                    51
met3                         6            4.68                    13
met4                         0            1.06                   1.1
met5                         -               0                     0
==> path summary, 6_finish.rpt <==
kind	startpoint	end	slack, ps	cells after the start
min in group clk0	RS1data_i[24]	RS1data_o[24]	210	1
hold / removal	rst_i	Rd_o[1]	-300	1
setup / recovery	instr_o[19]	instr_o[19]	-110	1
max in group asynchronous	rst_i	instr_o[22]	750	2
==> power groups by stage <==
stage	logic (W)	registers, W	clock network [W]
after CTS	0.00129	0.00780	0.00729
after global routing	0.00137	0.00784	0.00759
final	0.00124	0.00780	0.00694
==> cell type report <==
| type | instances | share of cell area (%) |
|---|---|---|
| clock buffer | 18 | 5.20 |
| tap | 341 | 5.06 |
| timing repair buffer | 375 | 33.8 |
| clock inverter | 12 | 1.96 |
| sequential | 182 | 54.0 |
==> through the flow <==
step / util [%] / worst slack (ps)
3_5_place_dp: 32.3 / -54.9
5_1_grt: 31.2 / -166
2_1_floorplan: - / 488
4_1_cts: 31.2 / -153
6_report: 31.2 / -113
3_3_place_gp: 32.3 / -70.8
==> what timing repair did <==
action / CTS / global route
hold endpoints to repair: 23 / 23
gates resized: 590 / 0
endpoints found under the setup margin: 182 / 182
==> cell usage in the layout, fill, tap and decap left out <==
master and instances:
buf_6 1, inv_6 5, clkbuf_8 2, clkinv_2 1, clkinvlp_4 2, buf_4 8
dfrtp_1 182, clkbuf_16 17, inv_8 1, buf_12 2, bufinv_16 3, buf_2 181
clkdlybuf4s50_1 182
No activity file was given, so power comes from the tool's default toggle rates.
