## design/flow/run.sh

```bash
#!/bin/bash
# OpenROAD 26Q1-2900-gdf79404cd8, Yosys 0.63+post, stock flow scripts
make -C /OpenROAD-flow-scripts/flow DESIGN_CONFIG=/design/flow/config.mk WORK_HOME=/design/flow/orfs finish
```

## design/flow/config.mk

```make
export PLATFORM = sky130hd
export DESIGN_NAME = ALU
export DESIGN_NICKNAME = ALU
export VERILOG_FILES = /design/flow/design.v
export SDC_FILE = /design/flow/constraint.sdc
export NUM_CORES = 4
export LEC_CHECK = 1
export CORE_UTILIZATION = 30
```

## design/flow/constraint.sdc

```tcl
current_design ALU

set clk_period 29.9
set clk_io_pct 0.2

create_clock -name clk0 -period $clk_period

set non_clock_inputs [all_inputs -no_clocks]
set_input_delay [expr $clk_period * $clk_io_pct] -clock clk0 $non_clock_inputs
set_output_delay [expr $clk_period * $clk_io_pct] -clock clk0 [all_outputs]
```

## design/flow/design.v

```verilog
module ALU (
    input  [31:0] data1_i,
    input  [31:0] data2_i,
    input  [3:0]  ALUCtrl_i,
    output reg [31:0] data_o,
    output        Zero_o
);
always @(*) begin
    case(ALUCtrl_i)
        4'b0010: data_o = data1_i + data2_i;  
        4'b0110: data_o = data1_i - data2_i;  
        4'b0000: data_o = data1_i & data2_i;  
        4'b0001: data_o = data1_i ^ data2_i;  
        4'b1000: data_o = data1_i << data2_i[4:0];  
        4'b1001: data_o = data1_i * data2_i;  
        4'b1010: data_o = data1_i >>> data2_i[4:0];  
        default: data_o = 32'b0;
    endcase
end
assign Zero_o = (data_o == 0);
endmodule
```

==> metrics.cfg <==
[place]
place_area_um2=25400
gp_congestion=1.08
port_buffers=101
place_hpwl_mm=70.5

[global_routing]
grt_pass1_wl_mm=140
grtUsageTotal=0.252
grt-ovfl-total=0
grt_pass1_vias=21200
antenna_found_initial=3
grt_max_degree=49

[timing]
slew_headroom=0.273
rsz0062_at_grt=no
hold_violations=0
slew_viol_final=0
final.setup.tns_ps=0
fin_crit_ps=21290
worst_slew_pin_slew_ps=1080
timing.fmax_mhz=47.0
fin_crit_sh=0.712
setup_viol_count_final=0

[synthesis]
ys.warnings.count=1
yosysCellCount=2807
yosys_area_um2=23300
netlist_instances=2807
postSynthSeqShare=0
syn_area_um2=23300
syn_area_per_cell_um2=8.30
synthDistinctLibCells=81

[floorplanning]
dieWidth_um=281
core-area_um2=76300
chipArea_um2=78700
io_pins=101
dieHeight_um=281
std_cell_rows=101
fp-utilization=0.305

[pwr]
p_int_mw=1.97
swShare=0.573
p_leak_nw=11.7
switchingPower_mw=2.64
power_density_nw_per_um2=181
ir_worst_vdd_v=0.000404
power_mw=4.61

[final_layout]
nClkBuffers=0
utilization=0.333
stdcell_area_um2=25400
ff_count=0
syn_to_final_growth_pct=9.19
regArea_um2=0
drive_above_1_share=0.0572

[critical_path]
crit_arrival_ps=15310
required_ps=23920
path_class=in -> out
end_kind=output port
startpoint_type=primary input
cp_max_fo=23

[route]
wl_per_cell_um=24.0
num_vias=20500
remaining_drc_errors=0
drtIter0Drc=1503
dr.pass1.iters=5
via_per_inst=5.35
drt-total-wl_mm=91.8
ant_nets=0

[status]
status=finished, final reports clean

[worst_hold_path]
min_path_type=in -> out
hold_start=data2_i[4]
hold_depth=6
worstHoldEndpoint=data_o[0]

[clock_tree]
ctsHoldBuffers=0
cts_resized=0
post_cts_buffers=0

[run]
maxCapViolCount=0
warnings=34

-- synth_stat cells (all sizes together) (21+ instances only) --
master / count / share of area
a21o: 21 / 0.0068
a21oi: 89 / 0.019
and2: 301 / 0.081
buf: 34 / 0.0088
clkbuf: 166 / 0.027
fa: 409 / 0.35
ha: 188 / 0.10
inv: 410 / 0.066
mux2i: 87 / 0.037
mux4: 36 / 0.035
nand2: 303 / 0.049
nand2b: 23 / 0.0062
nand3: 37 / 0.0080
nor2: 142 / 0.023
nor3: 38 / 0.0082
o211ai: 28 / 0.0090
o21ai: 93 / 0.020
xnor2: 76 / 0.029
xor2: 45 / 0.017
-- through the flow --
| step | hold slack (ps) | std cells | worst slack, ps |
|---|---|---|---|
| after CTS | 13230 | 3828 | 8880 |
| after detailed placement | 13230 | 3828 | 8920 |
| after floorplan | 12260 | 2807 | 9670 |
| after global routing | 13230 | 3828 | 8320 |
| final | 13190 | 3831 | 8610 |
| after global placement | 13210 | 3828 | 8820 |
-- cell type report --
class,count,area [um2]
Inverter,410,1540
Antenna cell,3,7.51
Multi-Input combinational cell,2197,20900
Tap cell,1030,1290
Fill cell,8083,50900
Timing Repair Buffer,191,1650
-- layout by cell type, fill, tap and decap left out, drive strengths merged, types with 9 or more instances in the layout --
cell	n
nand2	303
nand4	9
o21a	13
ha	188
a21oi	89
a21o	21
xnor2	76
o211ai	28
a211oi	20
nor3b	9
o22ai	20
clkdlybuf4s50	93
buf	98
fa	409
nand2b	23
and2	301
nor2	142
mux2	20
a211o	15
a221oi	10
a31oi	11
inv	410
mux4	36
nor3	38
xor2	45
nor4	9
or3	11
nand3	37
o21ai	93
mux2i	87
-- cell families (layout without fill, tap and decap cells) --
kind of cell	after synthesis	after routing	share of synthesized area
AOI/OAI and AO/OA	405	405	0.115
xor gates and xnor gates	121	121	0.0455
adders and majority gates	597	597	0.453
buffers and inverters	610	601	0.102
muxes	143	143	0.0830
other	0	3	0
and+or+nand+nor	931	931	0.202
-- power groups by stage --
| stage | sequential, mW | clock, mW | combinational (mW) |
|---|---|---|---|
| 4_1_cts | 0 | 0 | 4.61 |
| 5_1_grt | 0 | 0 | 5.13 |
-- worst max-delay path, stage by stage --
cell             delay [ps]
clkdlybuf4s50_1         460
buf_4                   260
buf_4                   350
ha_1                    250
fa_1                    450
fa_1                    510
inv_1                    50
fa_1                    460
fa_1                    490
inv_1                    40
ha_1                    260
ha_1                    290
fa_1                    510
fa_1                    440
ha_1                    430
nand2_1                 100
o21ai_0                 450
a21oi_1                 170
a22oi_1                 410
xnor2_1                 190
nand2b_1                190
o211ai_1                160
nor4_1                  600
nand4b_1                260
nor4_2                  390
nand4b_1                190
nor4_2                  370
clkdlybuf4s50_1         550
-- worst max-delay path by stage --
stage,startpoint,end,slack [ps],depth (start not counted)
after CTS,data1_i[6],Zero_o,8880,28
after global routing,data1_i[13],Zero_o,8320,25
final,data1_i[6],Zero_o,8610,28
-- metal layers --
metal | vias to the layer above | track usage | part of all wire
li1 | 9095 | - | -
met1 | 10100 | 0.353 | 0.41
met2 | 1051 | 0.356 | 0.42
met3 | 199 | 0.108 | 0.12
met4 | 2 | 0.0792 | 0.041
met5 | - | 0 | 0.00014
Power is estimated from default activity; no workload was simulated.
